**./run.sh**
```bash
#!/bin/bash
# OpenROAD 26Q1-2900-gdf79404cd8, Yosys 0.63+post, stock flow scripts
make -C /OpenROAD-flow-scripts/flow DESIGN_CONFIG=/design/flow/config.mk WORK_HOME=/design/flow/orfs finish
```
**./config.mk**
```make
export PLATFORM = sky130hd
export DESIGN_NAME = register_file
export DESIGN_NICKNAME = register_file
export VERILOG_FILES = /design/flow/design.v
export SDC_FILE = /design/flow/constraint.sdc
export NUM_CORES = 4
export LEC_CHECK = 1
export CORE_UTILIZATION = 50
```
**./constraint.sdc**
```tcl
current_design register_file

set clk_period 25.8
set clk_io_pct 0.2

create_clock -name clk0 -period $clk_period [get_ports {clk}]

set non_clock_inputs [all_inputs -no_clocks]
set_input_delay [expr $clk_period * $clk_io_pct] -clock clk0 $non_clock_inputs
set_output_delay [expr $clk_period * $clk_io_pct] -clock clk0 [all_outputs]
```
**./design.v**
```verilog
module register_file #(
  parameter XLEN = 64   
) (
  input  wire             clk,          
  input  wire             reset_n,      
  input  wire [4:0]       rs1_addr,     
  input  wire [4:0]       rs2_addr,     
  input  wire [4:0]       rd_addr,      
  input  wire [XLEN-1:0]  rd_data,      
  input  wire             rd_wen,       
  output wire [XLEN-1:0]  rs1_data,     
  output wire [XLEN-1:0]  rs2_data      
);
  reg [XLEN-1:0] registers [0:31];
  integer i;
  always @(posedge clk or negedge reset_n) begin
    if (!reset_n) begin
      for (i = 0; i < 32; i = i + 1) begin
        registers[i] <= {XLEN{1'b0}};
      end
    end else begin
      if (rd_wen && rd_addr != 5'h0) begin
        registers[rd_addr] <= rd_data;
      end
    end
  end
  assign rs1_data = (rs1_addr == 5'h0) ? {XLEN{1'b0}} :
                    (rd_wen && (rd_addr == rs1_addr) && (rd_addr != 5'h0)) ? rd_data :
                    registers[rs1_addr];
  assign rs2_data = (rs2_addr == 5'h0) ? {XLEN{1'b0}} :
                    (rd_wen && (rd_addr == rs2_addr) && (rd_addr != 5'h0)) ? rd_data :
                    registers[rs2_addr];
endmodule
```
==> impl_metrics.py <==
# Synthesis and PnR figures
metrics = {
    "synthesis": {
        "async_reset_ff_frac": 1.00,
        "synth-seq-cells": 1984,
        "area_leaders": "dfrtp_1 50%, mux2_2 22%, a22oi_1 7.1%",
        "synth.cell_area_sq_um": 99200,
        "syn_inst": 8146,
        "ys_seq_frac": 0.500,
        "yosysTopAreaCellShare": 0.500,
        "synth-warning-count": 2,
        "top_area_cell": "dfrtp_1",
        "yosysChipArea_sq_um": 99200,
        "avgSynthCellArea_sq_um": 12.2,
        "ys.flop_type": "dfrtp_1",
        "edf_count": 0,
        "ys_cells": 8146,
        "yosys.cell_types.count": 68,
    },
    "setup_path": {
        "worstPathArrival_ps": 10430,
        "rr_endpoint": "registers[19][20]",
        "startpoint_type": "primary input",
        "critical_path.max_fanout": 32,
        "crit_type": "primary input to output pin",
        "critPathCaptureType": "output pin",
        "r2r-start": "registers[19][20]",
        "r2r_cells": 1,
        "cp-startpoint": "rs1_addr[0]",
        "required_ps": 20640,
        "endpoint": "rs1_data[26]",
        "reg2reg_setup_slack_ps": 24850,
    },
    "place": {
        "dp_cells": 10500,
        "place_congestion": 1.01,
        "post_dp_cell_area_sq_um": 104000,
        "io_buffer_count": 209,
        "dp_hpwl_um": 278000,
    },
    "sta": {
        "grt_setup_unrepaired": "false",
        "fmax_mhz": 64.2,
        "holdWs_ps": 508,
        "worst_pin_slew_ps": 1430,
        "maxSlewViolCount": 0,
        "setup_violations": 0,
        "finalSetupTns_ps": 0,
        "fin_crit_ps": 15590,
        "finalCritPeriodShare": 0.604,
        "clock_skew_ps": 0,
        "finalHoldViolations": 0,
        "relSlewSlack": 0.0383,
    },
    "detailed_routing": {
        "drt_iter0_drc": 11200,
        "avgRoutedWirePerCell_um": 45.7,
        "vias": 86500,
        "drt-total-wl_um": 502000,
        "via_per_inst": 7.88,
        "ant_nets": 0,
        "dr.pass1.iters": 10,
        "drc_errors": 0,
    },
    "finish": {
        "most-common-layout-cells": "1,984 x dfrtp_1, 1,951 x mux2_2, 941 x a22oi_1, 413 x a221oi_1",
        "nFillCells": 16100,
        "largest_registers": "registers x1984",
        "lay_top_count": "dfrtp_1",
        "layout.cells.non_filler": 11000,
        "largest_reg_flops": 1984,
        "final_cell_area_sq_um": 111000,
        "drive_gt1_frac": 0.342,
        "top_register": "registers",
        "synthToLayoutAreaGrowth_pct": 11.9,
    },
    "global_route": {
        "use_met1": 0.656,
        "grtUsageMet2": 0.678,
        "met3_usage": 0.339,
        "antenna_found_initial": 31,
        "grt_overflow": 0,
        "grt_max_degree": 103,
        "grt_pass1_vias": 84000,
        "track_usage": 0.524,
        "grt_pass1_wl_um": 687000,
        "busiest_layer": "met2",
    },
    "power": {
        "ir_drop_mv": 0.0821,
        "power.leakage_uw": 0.0480,
        "combPwrFrac": 0.141,
        "pwr-share-seq": 0.492,
        "power.share.clock": 0.367,
        "fin_total_pwr_uw": 8710,
        "netSwitchingFraction": 0.289,
        "p_per_area_nw_per_um2": 78.4,
        "intPower_uw": 6190,
        "p_sw_uw": 2520,
    },
    "clocking": {
        "cts_hold_buffers": 0,
        "clock-root-buffer": "clkbuf_16",
        "cts_htree_levels": 4,
        "cts.sink_count": 1984,
        "clk_path_buf_depth": 3,
        "clkLatencyLatePin_ps": 900,
        "cts_tree": "built",
        "post_cts_resized": 0,
        "numCtsBuffers": 210,
        "path_clk_slew_ps": 70,
        "post_cts_buffers": 0,
    },
    "hold_path": {
        "holdCritStartpoint": "registers[1][59]",
        "holdPathStages": 2,
        "min_path_type": "flip-flop to flip-flop",
    },
    "floorplanning": {
        "num_rows": 163,
        "pin_count": 210,
        "die_h_um": 448,
        "chip_area_sq_um": 200000,
        "die_w_um": 448,
        "coreArea_sq_um": 197000,
        "fp-utilization": 0.503,
    },
    "flow_run": {
        "drv_cap": 0,
        "warning_count": 33,
    },
    "status": {
        "run_status": "finished, final reports clean",
    },
}
metal layers:
layer	wire length [um]	part of all wire
met1	170000	0.34
met2	199000	0.40
met3	88100	0.18
met4	44100	0.088
met5	601	0.0012
stage by stage:
stage | worst slack, ps | util
after detailed placement | 10710 | 0.526
after global routing | 10410 | 0.563
after floorplan | 13980 | -
after CTS | 10690 | 0.563
after global placement | 10710 | 0.526
final | 10210 | 0.563
area by class of cell:
cell class / instances / area (sq um) / share of cell area
flip-flops and latches: 1984 / 49600 / 0.447
repair buffers: 623 / 5310 / 0.0478
well taps: 2640 / 3300 / 0.0297
clock inverters: 88 / 1080 / 0.00971
multi-input cells: 5297 / 45500 / 0.410
clock buffers: 303 / 6110 / 0.0550
diodes: 43 / 108 / 0.000969
inverters: 5 / 18.8 / 0.000169
cell families after synthesis:
logic type | count (synthesis) | synth area share
mux | 1956 | 0.222
compound gates | 2266 | 0.171
simple gates | 1065 | 0.0610
buf+inv | 865 | 0.0445
xor+xnor | 10 | 0.000883
flops | 1984 | 0.500
Yosys cell counts, drive strengths merged (2+ instances only):
library cell,count
a211oi,6
a21oi,160
a221oi,415
a222oi,14
a22o,404
a22oi,941
a31oi,16
a32o,3
a32oi,8
and2,6
and3,3
buf,533
clkbuf,327
dfrtp,1984
inv,5
mux2,1951
mux2i,5
nand2,282
nand2b,17
nand3,222
nand3b,9
nand4,233
nand4b,6
nor2,101
nor2b,12
nor3,79
nor3b,7
nor4,67
o2111ai,2
o211ai,2
o21ai,270
o221ai,3
o22ai,2
o31ai,14
or2,3
or3,9
or3b,6
or4,2
xnor2,6
xor2,4
power groups by stage:
stage	combinational [uW]	sequential [uW]	clock (uW)
6_report	1230	4280	3200
5_1_grt	1300	4340	3310
4_1_cts	1200	4250	3200
critical path, stage by stage:
cell and delay (ps):
buf_4 400, buf_4 740, nand3_2 370, nor2_4 670, buf_4 620, buf_4 590
a221oi_1 180, o21ai_0 140, nor3_1 150, o31ai_1 710, clkdlybuf4s50_1 600
how the worst min path moves through the flow:
stage | end
finish | registers[1][59]
CTS | registers[1][59]
global route | registers[1][59]
Power is estimated from default activity; no workload was simulated.
